## flow/constraint.sdc

```tcl
current_design tailors

set clk_period 2.5
set clk_io_pct 0.2

create_clock -name clk0 -period $clk_period [get_ports {clk}]

set non_clock_inputs [all_inputs -no_clocks]
set_input_delay [expr $clk_period * $clk_io_pct] -clock clk0 $non_clock_inputs
set_output_delay [expr $clk_period * $clk_io_pct] -clock clk0 [all_outputs]
```

## flow/config.mk

```make
export PLATFORM = sky130hd
export DESIGN_NAME = tailors
export DESIGN_NICKNAME = tailors
export VERILOG_FILES = /design/flow/design.v
export SDC_FILE = /design/flow/constraint.sdc
export NUM_CORES = 4
export LEC_CHECK = 1
export CORE_UTILIZATION = 30
export SYNTH_HDL_FRONTEND = slang
```

## flow/run.sh

```bash
#!/bin/bash
# OpenROAD 26Q1-2900-gdf79404cd8, Yosys 0.63+post, stock flow scripts
make -C /OpenROAD-flow-scripts/flow DESIGN_CONFIG=/design/flow/config.mk WORK_HOME=/design/flow/orfs finish
```

## flow/design.v

```verilog
`timescale		    1ns/1ps
`default_nettype    none
module tailors #
  (
    parameter BUFFER_SIZE = 4,
    parameter WORD_SIZE = 4)
  (
    input wire clk, 
    input wire rst,
    input wire [WORD_SIZE-1:0] a_input,
    input wire a_input_valid,
    input wire [WORD_SIZE-1:0] b_input,
    input wire b_input_valid,
    input wire new_row,
    output logic [WORD_SIZE-1:0] mul1,
    output logic [WORD_SIZE-1:0] mul2,
    output logic out_data_valid
  );
  logic [WORD_SIZE-1:0][BUFFER_SIZE-1:0] a_buf;
  logic [BUFFER_SIZE-1:0] a_buf_valid;
  logic [$clog2(BUFFER_SIZE+1)-1:0] a_buf_length;
  logic [WORD_SIZE-1:0][BUFFER_SIZE-1:0] b_buf;
  logic [BUFFER_SIZE-1:0] b_buf_valid;
  logic [$clog2(BUFFER_SIZE+1)-1:0] b_buf_length;
  assign mul1 = a_buf[a_buf_length];
  assign mul2 = b_buf[a_buf_length];
  always_ff @(posedge clk) begin
    if (rst || new_row) begin
        a_buf <= 0;
        a_buf_valid <= 0;
        b_buf <= 0;
        b_buf_valid <= 0;
        a_buf_length <= 0;
        b_buf_length <= 0;
        out_data_valid <= 0;
    end
    else begin
      if (a_input_valid) begin
        a_buf[a_buf_length] <= a_input;
        a_buf_valid[a_buf_length] <= 1;
        a_buf_length <= a_buf_length == BUFFER_SIZE-1 ? a_buf_length : a_buf_length + 1;
      end
      if (b_input_valid) begin
        b_buf[b_buf_length] <= b_input;
        b_buf_valid[b_buf_length] <= 1;
        b_buf_length <= b_buf_length == BUFFER_SIZE-1 ? b_buf_length : b_buf_length + 1;
      end
      out_data_valid <= a_input_valid || b_input_valid;
    end
  end
endmodule
```

==> changes_impl.md <==
## Implementation

* Critical R2R Launch: a_buf_length[1]$_SDFFE_PP0P_
* Post-synth seq share at a little over two fifths
* CP Cell Sequence: mux4_2 > clkdlybuf4s50_1
* Synth warn at 0
* Average routed wire per standard cell at 13.2 um
* Worst-skew pair later-pin latency at 0.29 ns
* H-Tree Depth at 2
* Critical Path Sink: mul1[0]
* First-pass GRT wire length at 5.58 mm
* Number of enable flip-flop cells at 0
* Initial detailed-routing violation count at around 63
* Num ports at 22
* Setup slack after layout at 0.136 ns
* WP data arrival at 1.86 ns
* Cell leakage power at 0.902 nW
* Max-cap violations at 0
* CP max-delay cell: dfxtp_1
* CTS Root Cell: clkbuf_8
* # setup viols final at 0
* Post-CTS Hold Buffers at 0
* Fmax at ~420 MHz
* Peak per-stage delay on the critical path at 0.59 ns
* Area Overhead vs Synth at 20.1%
* Antenna cells at 0
* Vias in the first global route at 1133
* PD cells at 596 nW/um^2
* Hold Path Class: register to register
* Mapped Cells at 168
* Worst path depth at 2
* Worst path top cell family by delay: flip-flops
* Setup WS pre-CTS at 0.425 ns
* Core Area at between 5000 and 6000 sq um
* Clock Path Buffers at 2
* Reg2Reg Setup Slack at between 0.6 and 0.7 ns
* Antenna-violating nets left at 0
* First-pass detailed-route iteration total at 4
* Worst setup startpoint: a_buf_length[1]$_SDFFE_PP0P_
* Registers, synthesis at 39
* Final Skew at 0.00456 ns
* Reg clk slew, reported paths at 0.08 ns
* Top Layout Cells: dfxtp_1 (39), nor2_1 (32), mux2i_1 (26)
* Fp util at 32.0%
* Gates resized, CTS repair at 0
* R2R Path End: a_buf_length[1]$_SDFFE_PP0P_
* CP Data Required Time at 2.00 ns
* Synthesized cell area at 1810 sq um
* Slew Viols, Final at 0
* CP endpoint kind: output pin
* VDD IR max at approximately 0.22 mV
* Antenna violations before repair at 0
* Post-Route Setup TNS at 0 ns
* Relative slew slack at 70.0%
* RSZ-0062 raised after global routing: no
* All-Layer GR Usage at 11.5%
* Die Span Y at 79.8 um
* Dominant flop cell: dfxtp_1
* Syn Area/Cell at ~11 sq um
* IO Port Bufs at 21
* Gr ovfl total at 0
* Std cell rows at 27
* Die area at around 6400 sq um
* Largest net degree at the start of global routing at 40
* Tool Warnings at 31
* Post-synth cell types at 18
* Share of layout cells above drive strength 1 at around 15%
* Vias at 1243
* Crit path launch type: register
* Fin. Hold Viols at 0
* Placer congestion estimate at between 0.8 and 0.9
* CTS Buf Count at 5
* Fin crit share at a little over nine tenths
* Hpwl dp at 2.39 mm
* # Cells Yosys at 168
* CTS tree: built
* Slew @ Worst Pin at 0.448 ns
* Routed vias/inst at 4.73
* Most common logic cell in the routed design: dfxtp_1
* Residual DRC at 0
* Worst Path Buf+Inv at 1
* Synth async-reset ratio at 0%
* Largest fanout on the critical path at 7
* YS chip area at approximately 1800 sq um
* FF-to-FF path depth at 6
* Kind of critical path: register to output pin
* Min Tclk post-route at roughly 2.4 ns
* Status: complete, no violations
* # Post-CTS Setup Buffers at 0
* Chip width at 79.8 um
* CTS Sinks at 39
* WL final at 3.47 mm
## worst register-to-register path, cell delays in order (launching register included)
cell,delay [ns]
dfxtp_1,0.59
buf_4,0.23
ha_1,0.15
ha_1,0.26
and2b_4,0.24
mux2i_1,0.16
nor2_1,0.05
## state kept, by name, indices dropped and copies added (netlist names)
| name | count |
|---|---|
| a_buf | 16 |
| a_buf_length | 3 |
| b_buf | 16 |
| b_buf_length | 3 |
| out_data_valid | 1 |
## power breakdown
group / switching (mW) / total, mW / internal (mW) / leakage (nW)
sequential: 0.00925 / 0.640 / 0.631 / 0.316
clock: 0.220 / 0.543 / 0.323 / 0.0612
combinational: 0.0521 / 0.114 / 0.0622 / 0.525
## synth_stat cells, types with 2 or more instances
library cell / number / area [sq um]
ha_1: 10 / 125
buf_4: 2 / 15.0
a211oi_2: 2 / 25.0
inv_1: 6 / 22.5
mux4_2: 8 / 180
nor2_1: 32 / 120
buf_6: 4 / 45.0
nand2_1: 10 / 37.5
a21oi_1: 8 / 40.0
xnor2_1: 2 / 17.5
dfxtp_1: 39 / 781
and2b_4: 2 / 20.0
nand3_1: 8 / 40.0
nand3b_2: 6 / 67.6
mux2i_1: 26 / 260
## metal layers
layer / GRT usage (%) / up-vias / wire length (um)
li1: - / 624 / -
met1: 18.7 / 597 / 1810
met2: 16.8 / 17 / 1490
met3: 2.32 / 5 / 108
met4: 1.43 / 0 / 63
met5: 0 / - / 0
## per-stage QoR
step	std cells	hold WS [ns]	power, mW	utilization [%]	cell area [sq um]
floorplan	168	0.432	0.728	-	1810
global placement	255	0.445	0.769	36.3	2060
detailed placement	255	0.451	0.770	36.3	2060
CTS	263	0.466	1.31	38.4	2180
global route	263	0.485	1.35	38.4	2180
finish	263	0.465	1.30	38.4	2180
## logic make-up after synthesis
| logic type | Yosys count | share of synthesized area [%] |
|---|---|---|
| compound gates | 10 | 3.59 |
| xor+xnor | 2 | 0.966 |
| fa+ha+maj | 10 | 6.90 |
| buf+inv | 14 | 5.03 |
| flops | 39 | 43.0 |
| mux | 34 | 24.3 |
| simple gates | 59 | 16.2 |
## worst min-delay path by stage
stage	startpoint	to	slack (ns)	cells past startpoint
after global routing	a_buf[12]$_SDFFE_PP0P_	a_buf[12]$_SDFFE_PP0P_	0.49	2
after CTS	b_buf[12]$_SDFFE_PP0P_	b_buf[12]$_SDFFE_PP0P_	0.47	2
final	a_buf[12]$_SDFFE_PP0P_	a_buf[12]$_SDFFE_PP0P_	0.46	2
## area by class of cell
cell class                 instances  area (sq um)
clock buffer                       6          82.6
clock inverter                     2          35.0
fill                             584          3500
inverter                           6          22.5
multi-input combinational        115           942
sequential                        39           781
tap                               72          90.1
timing repair buffer              23           225
Power and IR drop assume default switching activity.
