<file path="run.sh">
#!/bin/bash
# OpenROAD 26Q1-2900-gdf79404cd8, Yosys 0.63+post, stock flow scripts
make -C /OpenROAD-flow-scripts/flow DESIGN_CONFIG=/design/flow/config.mk WORK_HOME=/design/flow/orfs finish
</file>
<file path="config.mk">
export PLATFORM = sky130hd
export DESIGN_NAME = tensaurus
export DESIGN_NICKNAME = tensaurus
export VERILOG_FILES = /design/flow/design.v
export SDC_FILE = /design/flow/constraint.sdc
export NUM_CORES = 4
export LEC_CHECK = 1
export CORE_AREA = 10 10 101 101
export DIE_AREA = 0 0 111 111
export SYNTH_HDL_FRONTEND = slang
</file>
<file path="constraint.sdc">
current_design tensaurus

set clk_period 1.2
set clk_io_pct 0.2

create_clock -name clk0 -period $clk_period [get_ports {clk}]

set non_clock_inputs [all_inputs -no_clocks]
set_input_delay [expr $clk_period * $clk_io_pct] -clock clk0 $non_clock_inputs
set_output_delay [expr $clk_period * $clk_io_pct] -clock clk0 [all_outputs]
</file>
<file path="design.v">
module tensaurus #(
    parameter MEMORY_ADDRESS_SIZE = 10,
    parameter INDEX_SIZE = 8
) (
    input wire clk,
    input wire rst,
    input wire [MEMORY_ADDRESS_SIZE-1:0] nnz_addr,
    input wire [INDEX_SIZE-1:0] i_or_j,
    input wire [INDEX_SIZE-1:0] k,
    output logic [INDEX_SIZE-1:0] i_index,
    output logic [INDEX_SIZE-1:0] j_index,
    output logic [INDEX_SIZE-1:0] k_index,
    output logic [MEMORY_ADDRESS_SIZE-1:0] nnz_addr_out,
    output logic out_data_valid
);
  logic [INDEX_SIZE-1:0] i_index_temp;
  logic [INDEX_SIZE-1:0] j_index_temp;
  logic [INDEX_SIZE-1:0] k_index_temp;
  logic [MEMORY_ADDRESS_SIZE-1:0] nnz_addr_temp;
  logic temp_valid;
  always_ff @(posedge clk or posedge rst) begin
    if (rst) begin
      i_index_temp  <= '0;
      j_index_temp  <= '0;
      k_index_temp  <= '0;
      nnz_addr_temp <= '0;
      temp_valid    <= 1'b0;
    end else begin
      if (nnz_addr == 0) begin
        i_index_temp <= i_or_j;
        temp_valid   <= 1'b0;
      end else begin
        j_index_temp  <= i_or_j;
        k_index_temp  <= k;
        nnz_addr_temp <= nnz_addr;
        temp_valid    <= 1'b1;
      end
    end
  end
  always_comb begin
    i_index        = i_index_temp;
    j_index        = j_index_temp;
    k_index        = k_index_temp;
    nnz_addr_out   = nnz_addr_temp;
    out_data_valid = temp_valid;
  end
endmodule
</file>
==> out/metrics.cfg <==
[cts]
clock-root-buffer=clkbuf_8
cts.clk_slew.worst_paths_ns=0.07
worstSkewPairLatency_ns=0.28
clockBufferDepth=2
htreeDepth=2
cts_tree=done
clock_sinks=35
cts_buffers=5

[setup_path]
cp_max_fo=6
regToRegSetupSlack_ns=0.33
reg2regPathDepth=2
worstSetupPathType=primary input to register
r2r-start=j_index[4]
cp_data_arrival_time_ns=1.40
cp-startpoint=nnz_addr[7]
crit_path_end_kind=register
startpoint_type=primary input
crit_required_ns=1.36
reg2reg_to=j_index[4]

[yosys]
yosys-stat-cells=79
yosys_warnings=0
numSynthFlops=35
synth_cell_types=11
ys_area_sq_um=1350
syn_inst=79
ys_seq_share_pct=64.7
syn_area_sq_um=1350
syn_avg_cell_area_sq_um=17.1

[global_routing]
grt-busiest-layer=met2
grt_pass1_vias=1039
grt_max_degree=20
overflow=0
grt_pass1_wl_microns=6210
grt_use_met1_pct=8.19
use_met2_pct=9.32
track_usage_pct=6.16
met3_usage_pct=2.74
antenna_found_initial=0

[job]
warnings=28
drv_cap=0

[timing]
finalMaxSlewViolations=0
min_period_ns=1.24
finClkSkew_ns=0
hold_viol=0
whs_ns=0.138
period_used_pct=103
finalSetupViolCount=20
worst_slew_margin_rel_pct=83.7
timing.setup.tns_ns=-0.522
finalWorstSetupSlack_ns=-0.0361
worst_pin_slew_ns=0.245
fmax_mhz=809
rsz0062_at_grt=true

[placed_design]
postPlaceCellArea_sq_um=2140
portBuffers=62
pre_cts_ws_ns=-0.723
globalplace.congestion=0.699
dp_hpwl_microns=2710

[status]
status=complete, but fails checks
violations=negative setup slack

[floorplan]
fp.dieW_microns=111
rows=33
coreArea_sq_um=8130
fp.dieH_microns=111
chipArea_sq_um=12300
top_level_ports=63
fp_util_pct=16.6

[final_layout]
drive_gt1_share_pct=37.5
syn2layout_area_growth_pct=78.4
fin_util_pct=29.7
final_area_sq_um=2410
filler_cell_count=828

[power_and_ir_drop]
power-per-cell-area_nw_per_um2=1030
irDropWorstVdd_mv=0.351
p_leak_nw=1.24

[hold_path]
hold_depth=2
hp-class=primary input to register
worstHoldStart=nnz_addr[4]
hold_end=nnz_addr_out[4]

[routing]
dr.pass1.iters=2
wl_microns=3740
num_vias=961
drt_first_iter_violations=6
drc=0
routed_via_density=3.52
diodes=0
ant_nets=0
drt-wirelength-per-cell_microns=13.7

layer usage:
layer  vias up  part of all wire [%]
met3         2                   9.2
met1       470                    43
met2        40                    48
met5         -                     0
met4         0                  0.37
li1        449                     -
sequential cells by signal (all words and copies together) (netlist names):
register,cells
out_data_valid,1
k_index,8
j_index,8
nnz_addr_out,10
i_index,8
power breakdown:
part           internal [mW]  total [mW]  switching [mW]
registers               1.23        1.25          0.0235
clock network          0.525       0.956           0.431
logic                  0.199       0.280          0.0810
total                   1.95        2.49           0.536
worst max-delay path: stages:
cell and delay, ns:
dlygate4sd2_1 0.25, nor2_2 0.13, and4_4 0.28, inv_8 0.07, buf_12 0.14, mux2_4 0.29
per-stage QoR:
step,instances,power (mW)
2_1_floorplan,79,1.34
3_5_place_dp,249,1.57
5_1_grt,273,2.62
6_report,273,2.49
3_3_place_gp,249,1.57
4_1_cts,273,2.54
final cells by class:
type                    instances  area (sq um)  area share [%]
flip-flops and latches         35           876            36.3
inverters                       2          15.0           0.622
clock buffers                   8           100            4.15
well taps                     105           131            5.44
repair buffers                 84           821            34.0
multi-input cells              39           472            19.5
worst max-delay path by stage:
stage	end	cells after the start
4_1_cts	j_index[3]	6
5_1_grt	j_index[3]	6
6_report	i_index[3]	6
cells in the final DEF, fill, tap and decap left out:
cell type	n
dfrtp_1	35
dlygate4sd2_1	35
mux2_4	20
clkdlybuf4s50_1	17
buf_4	16
a21o_1	10
clkbuf_8	7
clkdlybuf4s15_1	6
mux2_2	4
buf_6	4
nor2_2	3
buf_16	3
nor4_4	1
and4_4	1
inv_8	1
inv_1	1
clkbuf_1	1
clkdlybuf4s15_2	1
buf_2	1
buf_12	1
synth_stat cells, drive strengths merged:
cell,number,share of area (%)
mux2,24,25
nor2,3,0.83
dfrtp,35,65
and4,1,0.65
inv,2,0.55
nor4,1,0.46
a21o,10,5.5
buf,3,2.0
repair_timing:
| item | CTS | global route |
|---|---|---|
| gates cloned | 3 | 0 |
| gates resized | 75 | 5 |
| pin swaps | 5 | 1 |
| setup endpoints to repair | 70 | 29 |
| setup buffers | 14 | 0 |
| hold buffers | 0 | 0 |
kinds of logic (layout without fill, tap and decap cells):
logic type	count (synthesis)	in the layout	share of synthesized area (%)
AND/OR/NAND/NOR	5	5	1.94
AND-OR/OR-AND	10	10	5.55
multiplexers	24	24	25.2
buffers and inverters	5	94	2.59
flip-flops	35	35	64.7
Power figures rest on the tool's default switching activity, not on a simulated workload.
