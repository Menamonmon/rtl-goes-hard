### flow/config.mk
export PLATFORM = sky130hd
export DESIGN_NAME = highlight
export DESIGN_NICKNAME = highlight
export VERILOG_FILES = /design/flow/design.v
export SDC_FILE = /design/flow/constraint.sdc
export NUM_CORES = 4
export LEC_CHECK = 1
export CORE_AREA = 10 10 76 76
export DIE_AREA = 0 0 86 86
export SYNTH_HDL_FRONTEND = slang
### flow/constraint.sdc
current_design highlight

set clk_period 1.9
set clk_io_pct 0.2

create_clock -name clk0 -period $clk_period [get_ports {clk}]

set non_clock_inputs [all_inputs -no_clocks]
set_input_delay [expr $clk_period * $clk_io_pct] -clock clk0 $non_clock_inputs
set_output_delay [expr $clk_period * $clk_io_pct] -clock clk0 [all_outputs]
### flow/design.v
`timescale		    1ns/1ps
`default_nettype    none
module highlight #
  ( 
    parameter WORD_SIZE = 8)
  (
    input wire clk, 
    input wire rst,
    input wire [3:0] [3:0] [WORD_SIZE-1:0] blocks,
    input wire [1:0] [1:0] block_selector,
    input wire blocks_valid_in,
    input wire [1:0] [1:0] [1:0] word_selector,
    output logic [3:0] [WORD_SIZE-1:0] words_out,
    output logic words_valid_out
  );
  logic [1:0] [3:0] [WORD_SIZE-1:0] stored_blocks;
  logic stored_blocks_valid;
  always_ff @(posedge clk) begin
    if (rst) begin
        words_out <= 0;
        words_valid_out <= 0;
        stored_blocks <= 0;
        stored_blocks_valid <= 0;
    end
    else begin
      if (blocks_valid_in) begin
        stored_blocks[0] <= blocks[word_selector[0]];
        stored_blocks[1] <= blocks[word_selector[1]];
        stored_blocks_valid <= 1;
      end
      else begin
        stored_blocks_valid <= 0;
      end
      if (stored_blocks_valid) begin
        words_out[0][0] <= stored_blocks[word_selector[0][0]];
        words_out[0][1] <= stored_blocks[word_selector[0][1]];
        words_out[1][0] <= stored_blocks[word_selector[1][0]];
        words_out[1][1] <= stored_blocks[word_selector[1][1]];
        words_valid_out <= 1;
      end
      else begin
        words_valid_out <= 0;
      end
    end
  end
endmodule
### flow/run.sh
#!/bin/bash
# OpenROAD 26Q1-2900-gdf79404cd8, Yosys 0.63+post, stock flow scripts
make -C /OpenROAD-flow-scripts/flow DESIGN_CONFIG=/design/flow/config.mk WORK_HOME=/design/flow/orfs finish
==> impl_metrics.toml <==
# physical design summary
[floorplan]
core_util_floorplan_pct = 14.7
core_area_mm2 = 0.00412
rows = 23
io_pins = 176
die_w_um = 86
die_h_um = 86
die_area_mm2 = 0.00740

[route]
via_per_inst = 3.20
drc = 0
drt_first_pass_iters = 2
antenna_left = 0
routed_wl_um = 1400
wl_per_cell_um = 10.6
via_count = 426
antenna_cells = 0
drt_iter0_drc = 1

[run]
openroad.warnings = 155
maxCapViolCount = 0

[layout]
fill_cells = 453
area_delta_synth_final_pct = 26.9
final_area_um2 = 767
drive_gt1_share_pct = 8.43
fin_util_pct = 18.6

[critical_path]
crit_family = "buffers and inverters"
max_stage_delay_ns = 0.49
cp.required_ns = 1.52
crit_cells = 1
critPathMaxFanout = 2
setup.worst_path.start_class = "flip-flop"
r2r_start = "stored_blocks[32]$_SDFFE_PP0P_"
ff2ff_path_depth = 2
r2r-end = "stored_blocks[32]$_SDFFE_PP0P_"
critPathBufInv = 1
crit_start = "words_out[0]$_SDFFE_PP0P_"
critPathKind = "flip-flop to output port"
crit_path_cell_trace = "clkdlybuf4s50_1"
worstPathArrival_ns = 1.05
r2r_setup_slack_ns = 1.00
critPathSlowestCell = "clkdlybuf4s50_1"
setup.worst_path.end_class = "output port"
worstSetupEndpoint = "words_out[0]"

[pwr]
clkPwrFrac_pct = 42.7
p_leak_nw = 0.325
seqPwrFrac_pct = 40.2
ir_worst_vdd_v = 0.000130
p_comb_share_pct = 17.2
switching_share_pct = 21.8
p_int_mw = 0.369
design_power_total_mw = 0.472
cellPowerDensity_mw_per_mm2 = 615
power_switching_mw = 0.103

[yosys]
ys_ff = 8
top_cell_area_share_pct = 34.8
syn_area_um2 = 604
ys_area_um2 = 604
yosysTopAreaCell = "buf_4"
ys_warn_count = 0
ys_seq_share_pct = 26.5
synthDistinctLibCells = 12
syn_avg_cell_area_um2 = 9.30
ys_cells = 65
topCellsByArea = "buf_4, dfxtp_1, mux2i_1, or3b_1, a211oi_1"
synthCells = 65

[timing]
rsz0062_at_grt = "no"
fin_worst_skew_ns = 0.00318
fmax_ghz = 0.700
hold_viol = 0
min_period_ns = 1.43
period_used_pct = 75.1
tns_ns = 0
slew_viol_final = 0
setup_viol = 0

[cts]
postCtsHoldBufs = 0
numCtsBuffers = 3
root_buffer = "clkbuf_8"
post-cts-setup-buffers = 0
cts_sinks = 8
htreeDepth = 1
clk_pin_slew_worst_paths_ns = 0.04
clock_latency_ns = 0.23
cts_buffer_depth = 2
tritoncts = "built"
cts_resized = 0

[global_routing]
grt_overflow = 0
grt_use_total_pct = 3.48
grt_pass1_vias = 510
grt_pass1_wl_um = 2260
antenna_found_initial = 0
grt_max_degree = 10

[outcome]
outcome = "completed"

[min_path]
min_path_cells = 2
hp-class = "flip-flop to flip-flop"

[place]
dpl-instance-area_um2 = 726
hpwl_um = 1150
port_buffers = 17
place_congestion = 0.750
[final cells by class]
cell class	instances	area, µm²	share of cell area (%)
Timing Repair Buffer	18	178	23.2
Tap cell	50	62.6	8.16
Clock buffer	3	41.3	5.38
Sequential cell	8	160	20.9
Multi-Input combinational cell	54	325	42.4
[power by group through the flow]
stage	clock network [mW]	logic, mW	registers, mW
4_1_cts	0.206	0.0836	0.190
6_report	0.201	0.0810	0.189
5_1_grt	0.219	0.0930	0.191
[per-stage QoR]
step / hold slack (ns) / setup WS, ns / cells
floorplan: 0.450 / 0.885 / 92
CTS: 0.491 / 0.438 / 133
finish: 0.484 / 0.472 / 133
detailed placement: 0.481 / 0.312 / 130
global placement: 0.478 / 0.305 / 130
global route: 0.498 / 0.395 / 133
[per-layer routing]
metal | GRT usage, % | share of wire [%] | vias to the layer above
met5 | 0 | 0 | -
met4 | 1.05 | 1.6 | 0
met3 | 1.81 | 14 | 2
met2 | 4.12 | 30 | 43
met1 | 5.14 | 54 | 180
li1 | - | - | 201
[cells in the final DEF, fill, tap and decap left out]
| cell | instances |
|---|---|
| nand3b_1 | 2 |
| o221ai_2 | 2 |
| conb_1 | 28 |
| dfxtp_1 | 8 |
| clkbuf_8 | 3 |
| nor2_1 | 4 |
| mux2i_1 | 8 |
| a211oi_1 | 4 |
| nor2b_2 | 1 |
| nor2b_1 | 1 |
| clkdlybuf4s50_1 | 17 |
| or3b_1 | 4 |
| buf_4 | 1 |
[registers in the layout (all words and copies together) (netlist names)]
signal,flops
words_out,4
stored_blocks,2
stored_blocks_valid,1
words_valid_out,1
[cell usage after synthesis]
| library cell | number |
|---|---|
| buf_4 | 28 |
| dfxtp_1 | 8 |
| mux2i_1 | 8 |
| a211oi_1 | 4 |
| nor2_1 | 4 |
| or3b_1 | 4 |
| buf_2 | 2 |
| nand3b_1 | 2 |
| o221ai_2 | 2 |
| conb_1 | 1 |
| nor2b_1 | 1 |
| nor2b_2 | 1 |
[worst min-delay path by stage]
stage                              from                        end  slack, ns
finish        words_out[1]$_SDFFE_PP0P_  words_out[1]$_SDFFE_PP0P_       0.48
global route  words_out[9]$_SDFFE_PP0P_  words_out[9]$_SDFFE_PP0P_       0.50
CTS           words_out[9]$_SDFFE_PP0P_  words_out[9]$_SDFFE_PP0P_       0.49
[kinds of logic after synthesis]
kind of cell / count (synthesis) / share of synthesized area (%)
multiplexers: 8 / 13.3
buffers and inverters: 30 / 36.4
AND/OR/NAND/NOR: 12 / 13.2
flip-flops: 8 / 26.5
AND-OR/OR-AND: 6 / 9.94
other: 1 / 0.621
[worst register-to-register path, cell delays in order, from the launching register on]
cell      delay [ns]
dfxtp_1         0.39
or3b_1          0.38
o221ai_2        0.06
